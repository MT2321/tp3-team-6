## run.sh

```bash
#!/bin/bash
# OpenROAD 26Q1-2900-gdf79404cd8, Yosys 0.63+post, stock flow scripts
make -C /OpenROAD-flow-scripts/flow DESIGN_CONFIG=/design/flow/config.mk WORK_HOME=/design/flow/orfs finish
```

## config.mk

```make
export PLATFORM = sky130hd
export DESIGN_NAME = Mealy
export DESIGN_NICKNAME = Mealy
export VERILOG_FILES = /design/flow/design.v
export SDC_FILE = /design/flow/constraint.sdc
export NUM_CORES = 4
export LEC_CHECK = 1
export CORE_AREA = 10 10 70 70
export DIE_AREA = 0 0 80 80
```

## design.v

```verilog
module Mealy(Clock,Reset,z,w);
input Clock,Reset,w;
output reg z;
reg[2:1] y,Y;
parameter [2:1] Default=2'b00, A=2'b01,B=2'b10,C=2'b11;
always@(w,y)
    case(y)
        Default:
            if(w == 1)
                begin
                    z=0;
                    Y=A;
                end
            else
                begin
                    z=0;
                    Y=Default;
                end
        A:
            if (w == 1) 
                begin
                    z=0;
                    Y=B;
                end
            else
                begin
                    z=0;
                    Y=Default;
                end
        B:
            if (w == 1) 
                begin
                    z=0;
                    Y=Default;
                end
            else
                begin
                    z=0;
                    Y=C;
                end
        C:
            if( w == 1)
                begin
                    z=1;
                    Y=Default;
                end
            else
                begin
                    z=0;
                    Y=Default;
                end
    endcase
always @(posedge Reset, posedge Clock)
        if (Reset == 1)
                y <= Default;
        else 
            y <= Y;
endmodule
module flip_flop(Clock,Reset,D,Q);
input D, Clock, Reset;
output reg Q;
always @(posedge Reset, posedge Clock)
    if (Reset == 1)
        Q <= 0;
    else
        Q <= D;
endmodule
module Real_Mealy(Clock,Reset,z,w);
input Clock,Reset,w;
output z;
wire y1,y2,Y1,Y2;
wire w_Neg,y1_Neg,y2_Neg,a,b,c,d,e,f;
not(w_Neg,w);
not(y1_Neg,y1);
not(y2_Neg,y2);
flip_flop Flip_FlopD1(Clock,Reset,Y1,y1);
flip_flop Flip_FlopD2(Clock,Reset,Y2,y2);
and(a,w,y1_Neg,y2_Neg);
and(b,w_Neg,y2,y1_Neg);
or(Y1,a,b);
and(c,w,y1,y2_Neg);
and(d,w_Neg,y2,y1_Neg);
or(Y2,c,d);
and(z,w,y1,y2);
endmodule
```

## constraint.sdc

```tcl
current_design Mealy

set clk_period 1.0
set clk_io_pct 0.2

create_clock -name clk0 -period $clk_period [get_ports {Clock}]

set non_clock_inputs [all_inputs -no_clocks]
set_input_delay [expr $clk_period * $clk_io_pct] -clock clk0 $non_clock_inputs
set_output_delay [expr $clk_period * $clk_io_pct] -clock clk0 [all_outputs]
```

==> run summary <==
This note records the results obtained with Yosys and OpenROAD.

Logic synthesis
The synthesis area per yosys is 160 um^2. For this run, the number of Yosys warnings is 1. The post-synth register bit count is 4. The count of instantiated cells in the yosys netlist is 12. The number of library cell types mapped by synthesis is 8. The combined area of all synthesized cells is 160 um^2. The count of mapped cells out of synthesis is 12.

Averaged over all synthesized cells, the footprint is 13.3 um^2. The share of the yosys chip area belonging to registers is 0.633.

Clock tree
For the worst-skew pair, the clock arrives at the later sink with an insertion delay of 240 ps. The timing report gives the clock slew at the launch and capture registers of the worst setup and hold paths as 50 ps. The number of sinks handled by clock tree synthesis is 4.

Per the CTS log, the maximum H-tree level is 1. The number of hold-repair buffers added at the cts stage is 0. The total setup buffers inserted after CTS is 0. The worst-case clock buffer depth is 2. The buffer type at the clock tree root is sky130_fd_sc_hd__clkbuf_4. The clock tree from TritonCTS is yes. The number of CTS-inserted buffers is 3.

Worst setup path
STA classifies the critical path endpoint as a primary output. Per STA, the worst path is made up of and2_4, buf_6. The startpoint of the worst setup timing path is y[3]. The arrival time of the worst setup path is 850 ps. Following the worst setup path forward leads to its endpoint at z. The largest individual stage delay along the critical path comes from the cell sky130_fd_sc_hd__dfrtp_1. In this run the critical register-to-register path is captured at y[0]. In this design, the stage delay of the slowest critical-path cell is 370 ps. The critical-path maximum fanout is 2.

STA classifies the critical path startpoint as a register. The setup check on the worst reg-to-reg path leaves a slack of 180 ps. Logic depth along the worst register-to-register path is recorded as 3.

The data required time of the worst path is 800 ps. Looking at the reg2reg group, the worst path starts from y[3]. Looking at the setup timing report, the critical path kind is reg -> out.

Power and ir drop
The power per cell area is 1530 nW/um^2. Looking at the VDD voltage map, the peak drop is 0.000240 V. The leakage power in the latest report is 0.119 nW.

The final total power is 0.000444 W.

Timing
The final-report setup violation count is 1. In the final report, the number of pins over their slew limit comes to 0. The final timing summary puts the cycle share of the worst path at 1.05. The count of endpoints failing hold in the final timing report is 0. The transition time at the pin with the least slew margin is 184 ps. Setup repair after global routing could not meet its margin everywhere. The final clock skew is 12.0 ps.

Checking max transition, the worst relative margin is 0.876. After layout, the minimum clock period comes to 1050 ps. The final worst-path setup slack is -47.0 ps.

Static timing analysis puts the maximum clock frequency at 0.955 GHz.

Die
The initial standard-cell utilization of the core is 0.0469. 4 I/O pins were placed. In this run the core area contains 21 standard-cell rows. The chip area is 6400 um^2. The x dimension of the die is 80 um. The total area inside the core boundary comes to 3420 um^2. In this run the vertical extent of the chip is 80 um.

Job
The warning total across the stage logs is 27. The report counts max-capacitance violations totalling 0.

Route
The number of antenna diodes in the final layout is 0. The post-route antenna net violation count is 0. The total via count after detailed routing is 116. The post-detailed-routing wire length is 329 um. Per the detail_route report, routed wire per instance is 4.91 um. The first-pass iteration count of the detailed router is 2.

In this run, the number of DRC markers left after iteration 0 of detailed routing was 6. The detailed-route DRC error count is 0. The mean number of vias per cell is 1.73.

Place
The placed cell area is 263 um^2. The HPWL reported at the end of detailed placement is 253 um. The congestion estimate from routability-driven global placement came to 0.614. The count of buffers from port buffering is 3.

Finish
The area occupied by registers is 101 um^2. The final report gives the standard cell area, fillers excluded, as 290 um^2. The register with the most flip-flops in the final layout is y. The largest registers in the layout are y x4. In the layout the commonest cells are 3 x sky130_fd_sc_hd__clkbuf_4, 3 x sky130_fd_sc_hd__dfrtp_1, 2 x sky130_fd_sc_hd__and2_2, 2 x sky130_fd_sc_hd__buf_4. The number of flip-flops under the largest register name is 4.

The number of fill cells is 405. The total area of multi-input combinational cells is 56.3 um^2. Per the final layout report, the fraction of cells sized above drive strength 1 comes to 0.571. The area growth from synthesis to layout is 81.2%.

GRT
The overall track demand over capacity in global routing is 0.0132. Global routing finished with a remaining overflow of 0. The number of global-route vias before repair is 148. The initial antenna violation count is 0. The first-pass GRT wire length is 593 um. The maximum number of pins on one net before global-route repair is 6.

Worst hold path
The most critical min-delay path falls under in -> async.

Status
The run finished, with violations left. The checks that failed: negative setup slack.
[cell type report]
type / instances / area share
Timing Repair Buffer: 5 / 0.155
Multi-Input combinational cell: 7 / 0.194
Inverter: 1 / 0.0129
Tap cell: 46 / 0.198
Sequential cell: 4 / 0.349
Clock buffer: 4 / 0.0905
[kinds of logic (layout without fill, tap and decap cells)]
kind of cell | after synthesis | in the layout | synth area share
buf+inv | 1 | 10 | 0.0234
flops | 4 | 4 | 0.633
simple gates | 7 | 7 | 0.344
[critical path, delay by kind of cell (launching register included)]
family / cells / cell delay, ps
buffers and inverters: 1 / 100
and+or+nand+nor: 1 / 140
DFF: 1 / 370
[power breakdown]
group          switching (W)  total [W]  internal (W)
Clock              0.0000754   0.000226      0.000150
Combinational      0.0000125  0.0000350     0.0000224
Sequential        0.00000612   0.000184      0.000178
Total              0.0000940   0.000444      0.000350
[cells in the mapped netlist (all sizes together)]
| cell type | n | area [um^2] |
|---|---|---|
| and2 | 3 | 22.5 |
| and2b | 1 | 8.76 |
| dfrtp | 3 | 75.1 |
| dfstp | 1 | 26.3 |
| inv | 1 | 3.75 |
| nor2 | 1 | 3.75 |
| nor3b | 1 | 7.51 |
| nor4 | 1 | 12.5 |
[worst min-delay path by stage]
stage | to | slack (ps) | cells after the start
finish | y[1] | 140 | 2
global route | y[1] | 140 | 2
CTS | y[1] | 140 | 2
[per-layer routing]
metal,wire [um],track usage,up-vias
met4,27,0.00704,0
met3,71,0.0216,4
met5,0,0,-
met2,106,0.0152,6
li1,-,-,55
met1,124,0.0100,51
[what timing repair did]
action | in CTS | in global routing
gates resized | 5 | 1
setup endpoints to repair | 1 | 1
endpoints found under the hold margin | 0 | 0
pin swaps | 1 | 0
[stage by stage]
stage	utilization	hold WS (ps)	cells	TNS, ps	setup WS (ps)
2_1_floorplan	-	-34.6	12	0	251
3_3_place_gp	0.0769	397	63	-870	-470
3_5_place_dp	0.0769	403	63	-879	-462
4_1_cts	0.0832	140	67	-58.7	-58.7
5_1_grt	0.0850	143	67	-87.1	-87.1
6_report	0.0850	136	67	-47.0	-47.0
No activity file was given, so power comes from the tool's default toggle rates.
